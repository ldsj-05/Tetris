==> flow/config.mk <==
export PLATFORM = sky130hd
export DESIGN_NAME = GridLines
export DESIGN_NICKNAME = GridLines
export VERILOG_FILES = /design/flow/design.v
export SDC_FILE = /design/flow/constraint.sdc
export NUM_CORES = 4
export LEC_CHECK = 1
export CORE_AREA = 10 10 76 76
export DIE_AREA = 0 0 86 86
==> flow/design.v <==
`timescale 1ns / 1ps
module GridLines (
    input [9:0] lines_in,
    input [3:0] xpos,
    input [3:0] ypos,
    output reg [9:0] grid_out,
    input clock
);
    parameter GRID_WIDTH = 10;
    parameter GRID_HEIGHT = 20;
    reg [9:0] lines_internal;
    reg [9:0] grid_internal;
    always @* begin
        lines_internal = lines_in;
        grid_internal = 10'b0000000000;
        if (lines_internal != 0) begin
            for (integer i = 0; i < GRID_HEIGHT; i = i + 1) begin
                if (i < lines_internal) begin
                    grid_internal[i * GRID_WIDTH +: GRID_WIDTH] = 10'b1111111111;
                end
            end
        end
        if (ypos < GRID_HEIGHT) begin
            grid_internal[ypos * GRID_WIDTH + xpos +: 4] = 4'b1111;
        end
    end
    always @(posedge clock) begin
        grid_out <= grid_internal;
    end
endmodule
==> flow/run.sh <==
#!/bin/bash
# OpenROAD 26Q1-2900-gdf79404cd8, Yosys 0.63+post, stock flow scripts
make -C /OpenROAD-flow-scripts/flow DESIGN_CONFIG=/design/flow/config.mk WORK_HOME=/design/flow/orfs finish
==> flow/constraint.sdc <==
current_design GridLines

set clk_period 3.9
set clk_io_pct 0.2

create_clock -name clk0 -period $clk_period [get_ports {clock}]

set non_clock_inputs [all_inputs -no_clocks]
set_input_delay [expr $clk_period * $clk_io_pct] -clock clk0 $non_clock_inputs
set_output_delay [expr $clk_period * $clk_io_pct] -clock clk0 [all_outputs]
==> summary.txt <==
Summary of implementation figures.

Outcome
The run finished, with violations left. The checks that failed: negative setup slack.

Route
The number of DRC violations after detailed-routing iteration 0 is 13. After detailed routing, the average wire length per cell comes to 11.69 um. The number of nets with antenna violations after routing is 0. The final wirelength is 2736 um. The first-pass iteration count of the detailed router is 4. The average vias per placed instance is 4.585. The routed layout has 1073 vias. The total inserted antenna cells is 0. The routed layout reports a DRC error count of 0.

Layout
The final cell utilization of the core is 0.4433. The tally of filler cells in the layout is 377. In the layout the commonest cells are buf_4, clkdlybuf4s50_1, ha_1. The register cell area after layout is 200.2 um2. The number of flip-flops under the largest register name is 10. The share of layout cells above drive strength 1 is 0.3804.

By instance count after routing, the leading logic cell type is buf_4. Compared with the post-synthesis result, the final layout area differs by 78.68%. The combinational gate area is 879.6 um2.

The register with the highest flop count is grid_out. The largest registers in the layout are grid_out (10).

STA
The pin closest to its max-slew limit shows a slew of 557.0 ps. The worst hold slack is 1203 ps. The timing-limited maximum frequency is 251.8 MHz. The time the final worst path needs with I/O delays and setup is 3972 ps. The number of setup violations in the final report is 4. For reference, the final report shows the hold violation count at 0. Counting pins that exceed their max-slew limit in the final report gives 0. Setup repair after global routing could not meet its margin everywhere. The slew check shows that the tightest pin keeps a relative margin of 0.6274. In the finished design, the share of the clock period the worst path needs comes to 1.018. The final setup slack of the worst path is -71.87 ps.

Synthesis
The post-synthesis sequential area ratio is 0.1961. The count of unique library cells instantiated by Yosys is 40. In the synthesized netlist the async set-or-reset flop fraction comes to 0. Post-synthesis, Yosys gives the total cell area as 1021 um2.

Yosys reported a register bit count of 10. The total cells reported by yosys after synthesis is 112. The number of standard cells after synthesis is 112. During synthesis, Yosys emitted a total of 77 warnings.

Summing every instance area after synthesis gives 1021 um2. The flip-flop cell with the highest count after synthesis is dfxtp_1. The post-synth count of flops with an enable pin is 0. After synthesis, the mean cell area works out to 9.116 um2.

Run
Warnings raised by the tools during the run amount to 30. Max-cap violations in this run came to 0.

Place
The buffer_ports step reported a buffer count of 28. At the end of routability-driven placement, the weighted congestion stood at 0.9051. Detailed placement finished with a half-perimeter wire length of 2265 um.

Timing analysis after detailed placement gives a worst setup slack of -896.9 ps.

Die
The die footprint is 7396 um2. The floorplan row count is 23. In this run the standard cell core region covers 4115 um2. The floorplan step records an initial core utilization of 0.2481.

The floorplan step set the die height to 86 um. In this run the count of I/O pins placed on the die edge is 29. The die is 86 um wide.

Pwr
The leakage component of the power is 0.0008046 uW. The cell area power density is 313.9 nW/um2. The worst-case IR drop observed on VDD is 0.1324 mV.

Clock tree
TritonCTS built the clock tree. The total clock buffers created by CTS is 3. The CTS clock-pin slew for the worst setup and hold paths is 40 ps. The master cell of the clock root buffer is clkbuf_8. The CTS log lists the clock sinks for this run as 10. The CTS H-tree depth is 1.

The clock passes through at most 2 buffers.

Hold path
The startpoint identified for the worst hold timing path is ypos[3]. Along the worst hold path, the cell count comes to 6. The class of the tightest hold or removal check is input pin to register.

Setup path
Data on the critical path is required at its endpoint by 4060 ps. For reference, the critical path is launched at ypos[3]. The kind of end point of the critical path is a register. The critical-path maximum fanout is 5. The critical path in this run is classified as input pin to register. The startpoint kind of the worst setup timing path is an input pin. Data arrives at the worst endpoint at 4130 ps.

Global route
Global routing finished with a remaining overflow of 0. The global routing report lists combined usage of all routing layers as 0.07340. The initial antenna violation count was 0.

The first global-routing pass estimated 4705 um of wire. The largest net degree at the start of global routing is 11. The number of global-route vias before repair is 1061.
==> synthesized netlist by cell type (2+ instances only) <==
| library cell | count | area (um2) |
|---|---|---|
| o21ai_1 | 5 | 25.02 |
| fa_1 | 2 | 40.04 |
| ha_1 | 17 | 212.7 |
| nor2_1 | 3 | 11.26 |
| nand2_1 | 7 | 26.28 |
| or4_1 | 2 | 15.01 |
| a41oi_1 | 2 | 17.52 |
| o21bai_1 | 4 | 30.03 |
| o31ai_1 | 2 | 15.01 |
| and3b_1 | 2 | 17.52 |
| nand3_1 | 5 | 25.02 |
| xor2_1 | 5 | 43.79 |
| nor4b_2 | 2 | 30.03 |
| inv_1 | 11 | 41.29 |
| a21o_1 | 2 | 15.01 |
| o211ai_1 | 2 | 15.01 |
| a21oi_1 | 5 | 25.02 |
| xnor2_1 | 3 | 26.28 |
| dfxtp_1 | 10 | 200.2 |
==> logic make-up after synthesis <==
logic type	after synthesis	synth area share
AND-OR/OR-AND	31	0.2328
XOR/XNOR	8	0.06863
adder cells (fa/ha/maj)	19	0.2475
buffers and inverters	13	0.04779
flip-flops	10	0.1961
multiplexers	1	0.009804
AND/OR/NAND/NOR	30	0.1973
==> power breakdown <==
part	total [uW]	internal [uW]	switching (uW)	leakage [uW]
Combinational	372	204	168	0.000702
Clock	98.1	66.8	31.4	0.0000216
Sequential	103	103	0.0262	0.0000810
Total	573	373	199	0.000805
==> layout make-up <==
type                            instances  share of cell area
Sequential cell                        10              0.1097
Multi-Input combinational cell         89              0.4822
Inverter                               12             0.02469
Clock buffer                            3             0.02263
Timing Repair Buffer                   70              0.3265
Tap cell                               50             0.03429
==> per-stage QoR <==
step | power, uW | setup TNS [ps] | instance area (um2) | instances
2_1_floorplan | 297.7 | -588.9 | 1077 | 112
3_3_place_gp | 425.9 | -6203 | 1664 | 222
3_5_place_dp | 427.0 | -6577 | 1664 | 222
4_1_cts | 560.2 | -23.51 | 1775 | 232
5_1_grt | 619.1 | -1094 | 1824 | 234
6_report | 572.6 | -238.8 | 1824 | 234
==> repair_timing <==
action	in CTS	in global routing
cloned	0	0
endpoints found under the setup margin	10	8
resized	23	7
setup buffers	7	2
hold buffers	0	0
pin swaps	14	4
==> metal layers <==
layer | GRT usage | wire length (um) | up-vias
li1 | - | - | 556
met1 | 0.1038 | 1365 | 485
met5 | 0 | 0 | -
met2 | 0.1082 | 1121 | 30
met4 | 0.008982 | 9 | 0
met3 | 0.02479 | 239 | 2
==> path summary, 6_finish.rpt <==
kind / end / slack, ps
min: grid_out[1]$_DFF_P_ / 1200
max: grid_out[0]$_DFF_P_ / -70
==> worst max-delay path: stages <==
cell	delay [ps]
buf_8	100
ha_4	230
ha_4	160
fa_2	560
ha_4	230
a21oi_4	150
o211ai_1	130
a21oi_1	170
o21bai_1	80
ha_1	290
nand2b_4	150
a2111oi_4	170
o211ai_1	130
or4_4	550
buf_6	140
o21ai_2	110
Power figures rest on the tool's default switching activity, not on a simulated workload.
