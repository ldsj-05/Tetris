File: flow/run.sh
#!/bin/bash
# OpenROAD 26Q1-2900-gdf79404cd8, Yosys 0.63+post, stock flow scripts
make -C /OpenROAD-flow-scripts/flow DESIGN_CONFIG=/design/flow/config.mk WORK_HOME=/design/flow/orfs finish
File: flow/config.mk
export PLATFORM = sky130hd
export DESIGN_NAME = vga
export DESIGN_NICKNAME = vga
export VERILOG_FILES = /design/flow/design.v
export SDC_FILE = /design/flow/constraint.sdc
export NUM_CORES = 4
export LEC_CHECK = 1
export CORE_UTILIZATION = 30
File: flow/constraint.sdc
current_design vga

set clk_period 6.2
set clk_io_pct 0.2

create_clock -name clk0 -period $clk_period [get_ports {in_clk}]

set non_clock_inputs [all_inputs -no_clocks]
set_input_delay [expr $clk_period * $clk_io_pct] -clock clk0 $non_clock_inputs
set_output_delay [expr $clk_period * $clk_io_pct] -clock clk0 [all_outputs]
File: flow/design.v
`timescale 1ns / 1ps
module VGA_Control(
    input block1_x,
    input block1_y,
    input block2_x,
    input block2_y,
    input block3_x,
    input block3_y,
    input block4_x,
    input block4_y,
    input currentmap,
    input wire horizontal_position,
    input wire vertical_position,
    output reg newblock1_x1,
    output reg newblock1_x2,
    output reg newblock1_y1,
    output reg newblock1_y2,
    output reg newblock2_x1,
    output reg newblock2_x2,
    output reg newblock2_y1,
    output reg newblock2_y2,
    output reg newblock3_x1,
    output reg newblock3_x2,
    output reg newblock3_y1,
    output reg newblock3_y2,
    output reg newblock4_x1,
    output reg newblock4_x2,
    output reg newblock4_y1,
    output reg newblock4_y2,
    output newmap
    );
    parameter block_width = 17;
    parameter block_rad = 8;
    reg [3:0] VGA_R;
    reg [3:0] VGA_G;
    reg [3:0] VGA_B;
    reg map_bottomleftx;
    reg map_bottomlefty;
    reg map_topleftx;
    reg map_toplefty;
    integer i;
    integer w;
    always @ (*) begin
        newblock1_x1 = (block1_x*17)-8;
        newblock1_x2 = (block1_y*17)-8;
        newblock1_y1 = (block1_y*17)+8;
        newblock1_y2 = (block1_y*17)+8;
    end
    always @ (*)
    if (horizontal_position > newblock1_x1 && horizontal_position < newblock1_x2 && vertical_position > newblock1_y1 && vertical_position > newblock1_y2) begin    
       VGA_R <= 8;
       VGA_G <= 8;
       VGA_B <= 8;
    end
    else begin
        VGA_R <= 0;
         VGA_G = 8;
        VGA_B <=0;
    end 
    always @ (*) begin
        newblock2_x1 = (block1_x*17)-8;
        newblock2_x2 = (block1_y*17)-8;
        newblock2_y1 = (block1_y*17)+8;
        newblock2_y2 = (block1_y*17)+8;
    end
    always @ (*)
    if (horizontal_position > newblock2_x1 && horizontal_position < newblock2_x2 && vertical_position > newblock2_y1 && vertical_position > newblock2_y2) begin    
       VGA_R <= 8;
       VGA_G <= 8;
       VGA_B <= 8;
    end
    else begin
        VGA_R <= 0;
        VGA_G = 8;
        VGA_B <=0;
    end 
     always @ (*) begin
        newblock3_x1 = (block1_x*17)-8;
        newblock3_x2 = (block1_y*17)-8;
        newblock3_y1 = (block1_y*17)+8;
        newblock3_y2 = (block1_y*17)+8;
    end
    always @ (*)
    if (horizontal_position > newblock3_x1 && horizontal_position < newblock3_x2 && vertical_position > newblock3_y1 && vertical_position > newblock3_y2) begin    
       VGA_R <= 8;
       VGA_G <= 8;
       VGA_B <= 8;
    end
    else begin
        VGA_R <= 0;
        VGA_G = 8;
        VGA_B <=0;
    end 
    always @ (*) begin
        newblock4_x1 = (block1_x*17)-8;
        newblock4_x2 = (block1_y*17)-8;
        newblock4_y1 = (block1_y*17)+8;
        newblock4_y2 = (block1_y*17)+8;
    end
    always @ (*)
    if (horizontal_position > newblock4_x1 && horizontal_position < newblock4_x2 && vertical_position > newblock4_y1 && vertical_position > newblock4_y2) begin    
       VGA_R <= 8;
       VGA_G <= 8;
       VGA_B <= 8;
    end
    else begin
        VGA_R <= 0;
        VGA_G = 8;
        VGA_B <=0;
    end 
endmodule
`timescale 1ns / 1ps
module Clock_divider(
    input in_clk, 
    output reg out_clk);
	reg[32:0] count;
	initial begin
		count = 0;
		out_clk = 0;
	end
	always @(negedge in_clk)
	begin
		count = count + 1;
		if (count == 2) begin
			out_clk <= ~out_clk;
			count <= 0;
			end
	end
endmodule
`timescale 1ns / 1ps
module vga(
    input in_clk,
    input [3:0]block1_x,
    input [4:0]block1_y,
    input [3:0]block2_x,
    input [4:0]block2_y,
    input [3:0]block3_x,
    input [4:0]block3_y,
    input [3:0]block4_x,
    input [4:0]block4_y,
    input currentmap,
    output reg [3:0] VGA_R,
    output reg [3:0] VGA_G,
    output reg [3:0] VGA_B,
    output reg VGA_HS,
    output reg VGA_VS
    );
    Clock_divider CD(in_clk, clock);
    reg [31:0] count, vertical_count;
    reg [31:0] vertical_position, horizontal_position;
    reg [1:0] vertical_state, horizontal_state;
    reg vertical_trigger, vertical_blank;  
    VGA_Control control(
                         block1_x,
                         block1_y,
                         block2_x,
                         block2_y,
                         block3_x,
                         block3_y,
                         block4_x,
                         block4_y,
                         currentmap,
                         horizontal_position,
                         vertical_position,
                         newblock1_x1,
                         newblock1_x2,
                         newblock1_y1,
                         newblock1_y2,
                         newblock2_x1,
                         newblock2_x2,
                         newblock2_y1,
                         newblock2_y2,
                         newblock3_x1,
                         newblock3_x2,
                         newblock3_y1,
                         newblock3_y2,
                         newblock4_x1,
                         newblock4_x2,
                         newblock4_y1,
                         newblock4_y2,
                         newmap
                    );
    initial begin
        vertical_position = 0;
        count = 1;
        vertical_count = 1;
        horizontal_position = 0;
        vertical_state = 3;
        horizontal_state = 3;
        VGA_HS = 1;
        VGA_VS = 1;
        VGA_R = 0;
        VGA_G = 0;
        VGA_B = 0;
        vertical_trigger = 0;
        vertical_blank = 1;  
    end
    always @(posedge clock)
    begin
        if (horizontal_state == 0) 
        begin
            if (count == 47) begin
                count <= 1;
                horizontal_state <= 1;
                vertical_trigger <= 1;  
            end
            else
            begin
                vertical_trigger <= 0;
                count <= count + 1;
            end
        end
        else if (horizontal_state == 1)
        begin                                     
            if (horizontal_position == 640)
            begin
                VGA_R <= 0;
                VGA_G <= 0;
                VGA_B <= 0;
                horizontal_position <= 0;
                horizontal_state <= 2;
            end
            else
            begin
                if (vertical_blank == 0)
                begin
                    if (horizontal_position > newblock1_x1 + 235 && horizontal_position < newblock1_x2 + 235 && vertical_position > newblock1_y1 + 60 && vertical_position < newblock1_y2 + 60) begin    
                        VGA_R <= 8;
                        VGA_G <= 0;
                        VGA_B <= 0;
                    end else if (horizontal_position > newblock2_x1+235 && horizontal_position < newblock2_x2+235 && vertical_position > newblock2_y1+60 && vertical_position < newblock2_y2+60)begin
                        VGA_R <= 0;
                        VGA_G <= 8;
                        VGA_B <= 0;
                    end else if (horizontal_position > newblock3_x1+235 && horizontal_position < newblock3_x2+235 && vertical_position > newblock3_y1+60 && vertical_position < newblock3_y2+60) begin   
                        VGA_R <= 0;
                        VGA_G <= 0;
                        VGA_B <= 8;
                    end else if (horizontal_position > newblock4_x1+235 && horizontal_position < newblock4_x2+235 && vertical_position > newblock4_y1+60 && vertical_position < newblock4_y2+60) begin
                        VGA_R <= 8;
                        VGA_G <= 8;
                        VGA_B <= 0;
                   end else begin
                        VGA_R <= 16;
                        VGA_G <= 16;
                        VGA_B <= 16;
                   end      
                end
                else
                begin
                    VGA_B <= 0;
                end
                horizontal_position <= horizontal_position + 1;
            end
        end
        else if (horizontal_state == 2)
        begin
            if (count == 16) begin
                count <= 1;
                VGA_HS <= 0;
                horizontal_state <= 3;
            end
            else
            begin
                count <= count + 1;
            end
        end
        else  
        begin
            if (count == 96) begin
                VGA_HS <= 1;
                count <= 1;
                horizontal_state <= 0;
            end
            else
            begin
                count <= count + 1;
            end
        end
    end
    always @(posedge vertical_trigger)
    begin
        if (vertical_state == 0) 
        begin
            if (vertical_count == 32) begin
                vertical_count <= 1;
                vertical_state <= 1;
            end
            else
            begin
                vertical_count <= vertical_count + 1;
            end
        end
        else if (vertical_state == 1)
        begin
            if (vertical_position == 480)
            begin
                vertical_position <= 0;
                vertical_state <= 2;
                vertical_blank <= 1;
            end
            else
            begin
                vertical_blank <= 0;  
                vertical_position <= vertical_position + 1;
            end
        end
        else if (vertical_state == 2)
        begin
            if (vertical_count == 10) begin
                vertical_count <= 1;
                VGA_VS <= 0;
                vertical_state <= 3;
            end
            else
            begin
                vertical_count <= vertical_count + 1;
            end
        end
        else  
        begin
            if (vertical_count == 2) begin
                VGA_VS <= 1;
                vertical_count <= 1;
                vertical_state <= 0;
            end
            else
            begin
                vertical_count <= vertical_count + 1;
            end
        end
    end
endmodule
==> CHANGELOG.md <==
### Implementation results

* Total gr overflow at 0
* Count of final setup violators at 0
* Final antenna-violating net count at 0
* Die X at 175 um
* Ant diodes at 0
* Maxcap violations at 0
* CP Class: reg -> reg
* Init Core Util at 30.5%
* Worst reg2reg endpoint: CD.out_clk$_DFFE_NN_
* CTS max path bufs at 2
* Yosys warning tally at 31
* Critical path origin: CD.count[3]$_SDFF_NN0_
* Area Growth Syn to Fin at 7.89%
* Yosys Chip Area at between 0.009 and 0.01 mm^2
* CP required at between 9 and 10 ns
* Max-slew violation total from the final report at 0
* Post-cts resize count at 0
* Post-place setup slack at 3.18 ns
* TritonCTS clock tree: done
* Yosys Instances at 815
* Worst endpoint data arrival time at between 6 and 7 ns
* Final Core Density at between 30% and 40%
* TNS Setup at 0 ns
* Final worst slack at 3.15 ns
* First-pass GRT wire length at around 25000 um
* First-pass iteration count of the detailed router at 6
* Largest net degree at the start of global routing at just over 70
* Worst slew margin at 42.2%
* Max VDD drop at around 0.11 mV
* Die height at 175 um
* Num rows at between 60 and 70
* Status: completed
* H-tree depth at 2
* Worst setup SP type: register
* Total GRT Usage at about 9.8%
* Dpl hpwl at a little under 10000 um
* Vias at approximately 5700
* Number of unconstrained endpoints at about 280
* RSZ-0062 raised after global routing: false
* Synthesized cell area at between 0.009 and 0.01 mm^2
* R2R setup slack at roughly 3.1 ns
* Flop area at around 0.0048 mm^2
* Worst Clk Skew at 0.0106 ns
* Synth top cell by count: edfxtp_1
* Placer Congestion at around 0.80
* I/O pin count at ~52
* Wire length per cell at approximately 11 um
* Layout cell share with drive strength beyond 1 at roughly 3.5%
* Placeable Area at 0.0296 mm^2
* Cell area power density at just under 60 mW/mm^2
* Reg-to-reg critical path startpoint: CD.count[3]$_SDFF_NN0_
* Synth async-reset ratio at 0%
* Hold Crit Class: reg -> reg
* Root Buffer Master: clkbuf_16
* Synth cell count leaders: 138 x edfxtp_1, 106 x xnor2_1, 70 x nor2_1, 67 x nand2_1, 61 x nand3_1
* Top cells by area: edfxtp_1 46%, xnor2_1 10%, dfxtp_1 7.3%
* I/O Buffers at 3
* Hold_sp: CD.count[30]$_SDFF_NN0_
* Reg2Reg Depth at 6
* Hold Violations, Final at 0
* Synth Seq Share at between 50 and 60%
* Syn Inst Count at around 820
* Fmax at roughly 330 MHz
* Crit-path max FO at 10
* Register pins left without a clock at between 100 and 150
* Remaining routing DRC violations at 0
* Final Total Pwr at approximately 0.58 mW
* Tool Warnings at 107
* Leakage at approximately 3.5 nW
* Post-synth regs at between 150 and 200
* Hold buffer count at cts at 0
* Logic area at approximately 0.0040 mm^2
* Filler instances at slightly below 3000
* Initial antenna violation count at 0
* Final worst path period need at 3.05 ns
* Crit end category: register
* Synth unique cells at about 55
* Total CTS buffers at 5
* Via density at approximately 4.6
* Count of library flops with an enable pin at between 100 and 150
* Period Utilization, post-route at about half
* Total wire length at ~14000 um
* Commonest flop: edfxtp_1
* Crit path to: CD.out_clk$_DFFE_NN_
* Hold path depth at 1
* Total die size at a little over 0.03 mm^2
* Vias in the first global route at ~5500
* DRT iter0 DRCs at 283
* Slew @ Worst Pin at 0.859 ns
* Top cell area share at about 46%
* Cell taking the most area after synthesis: edfxtp_1
* Syn Area/Cell at ~11 um^2
* Postcts setup bufs at 0
* CTS clk-pin slew, worst paths at approximately 0.030 ns
* Worst skew pair latency at roughly 0.35 ns
## cells by family (layout without fill, tap and decap cells)
| kind of cell | after synthesis | count (layout) | synth area share (%) |
|---|---|---|---|
| and+or+nand+nor | 376 | 376 | 22.7 |
| DFF | 171 | 171 | 53.2 |
| xor gates and xnor gates | 156 | 156 | 15.1 |
| buffers and inverters | 61 | 82 | 3.33 |
| AOI/OAI and AO/OA | 28 | 28 | 2.58 |
| adders and majority gates | 18 | 18 | 2.49 |
| muxes | 4 | 4 | 0.471 |
| other | 1 | 12 | 0.0415 |
## how the worst min path moves through the flow
| stage | to |
|---|---|
| CTS | CD.count[30]$_SDFF_NN0_ |
| global route | CD.count[30]$_SDFF_NN0_ |
| finish | CD.count[30]$_SDFF_NN0_ |
## power by group
group	switching (mW)	internal [mW]	leakage (nW)	total (mW)
clock network	0.143	0.216	0.262	0.359
logic	0.000187	0	1.41	0.000189
registers	0	0.222	1.84	0.222
total	0.143	0.438	3.51	0.581
## stage by stage
step	hold slack [ns]	instances	instance area [um^2]
3_5_place_dp	0.466	1196	9450
3_3_place_gp	0.470	1196	9450
5_1_grt	0.501	1237	9740
6_report	0.475	1237	9740
4_1_cts	0.481	1237	9740
2_1_floorplan	0.438	826	9070
## placed cells by master, fill, tap and decap left out, drive strengths merged, types with 2 or more instances in the layout
master / count
inv: 66
a21oi: 3
conb: 12
ha: 18
or2: 5
or4: 3
nand3: 62
nor3b: 3
edfxtp: 138
xor2: 50
and3: 24
nor4: 39
clkbuf: 5
clkdlybuf4s50: 3
or3: 3
nor2: 70
and2: 4
dfxtp: 33
and4: 14
nand2b: 6
a211oi: 2
mux2i: 2
a221oi: 2
nand2: 67
xnor2: 106
nand4: 38
a31oi: 4
o21bai: 4
buf: 6
o21ai: 4
mux2: 2
nor3: 21
nor2b: 7
nor4b: 7
## sequential cells by signal, indices dropped and copies added (netlist names), 2 cells and up
signal	count
vertical_count	32
horizontal_position	32
count	32
CD.count	33
vertical_position	32
horizontal_state	2
vertical_state	2
## cell type report
| class | instances | area share (%) |
|---|---|---|
| repair buffers | 9 | 0.771 |
| well taps | 390 | 5.01 |
| clock inverters | 37 | 1.71 |
| multi-input cells | 594 | 40.7 |
| flip-flops and latches | 171 | 49.3 |
| clock buffers | 5 | 1.28 |
| inverters | 31 | 1.19 |
## per-layer routing
layer	GRT usage, %	vias up	routed length (um)
li1	-	2975	-
met5	0	-	0
met1	16.5	2641	7540
met3	1.06	6	256
met4	1.27	0	59
met2	14.7	62	6130
## worst max-delay path, stage by stage (launching register included)
cell,delay (ns)
dfxtp_1,0.51
nand4_2,0.29
nor4_2,0.72
o2111ai_1,0.21
a221o_1,0.41
a2111oi_4,0.41
and3_1,0.22
No activity file was given, so power comes from the tool's default toggle rates.
