`config.mk`:
```
export PLATFORM = sky130hd
export DESIGN_NAME = FSM
export DESIGN_NICKNAME = FSM
export VERILOG_FILES = /design/flow/design.v
export SDC_FILE = /design/flow/constraint.sdc
export NUM_CORES = 4
export LEC_CHECK = 1
export CORE_AREA = 10 10 79 79
export DIE_AREA = 0 0 89 89
```
`constraint.sdc`:
```
current_design FSM

set clk_period 1.0
set clk_io_pct 0.2

create_clock -name clk0 -period $clk_period [get_ports {clock}]

set non_clock_inputs [all_inputs -no_clocks]
set_input_delay [expr $clk_period * $clk_io_pct] -clock clk0 $non_clock_inputs
set_output_delay [expr $clk_period * $clk_io_pct] -clock clk0 [all_outputs]
```
`design.v`:
```
`timescale 1ns / 1ps
module FSM(
    output out,
    output reg [3:0] next_xpos,
    output reg [3:0] next_ypos,
    output reg [3:0] xpos_int, 
    output reg [3:0] ypos_int, 
    output reg rotate_flag,
    input clock,
    input reset,
    input [29:0] scancode
);
    reg [3:0] current_state, next_state;
    reg [3:0] xpos, ypos;
    reg [3:0] regnext_xpos, regnext_ypos;
    reg rotate_con; 
    parameter S0 = 4'b0000;
    parameter S1 = 4'b0001;
    parameter S2 = 4'b0010;
    parameter S3 = 4'b0011;
    parameter S4 = 4'b0100;
    parameter S5 = 4'b0101;
    parameter S6 = 4'b0110;
    parameter S7 = 4'b0111;
    parameter S8 = 4'b1000;
    parameter S9 = 4'b1001;
    parameter S10 = 4'b1010;
    parameter S11 = 4'b1011;
    initial begin
        current_state = S0;
    end
    always @(posedge clock, posedge reset) begin
        if (reset) begin
            current_state <= S0;
        end else begin
            current_state <= next_state;
        end
    end
    always @(current_state, scancode) begin
        case (current_state) 
    S0: begin 						 
                if (scancode == 29'h1B) begin
                    next_state = S1;
                end else begin
                    next_state = S0;
                end
            end
    S1: begin 						 
                if (scancode == 29'h00) begin
                    next_state = S2;
                end else if (scancode == 29'h23) begin
                    next_state = S6;
                end else if (scancode == 29'h2B) begin
                    next_state = S4;
                end else if (scancode == 29'h3B) begin
                    next_state = S8;
                end else begin
                    next_state = S1;
                end
            end
    S2: begin						 
                if (xpos - 1 == 1) begin
                    next_state = S0;
                end else begin
                    next_state = S3;
                end 
            end 
    S3: begin						 
                next_ypos = ypos - 1;
                next_xpos = xpos;
                next_state = S1;
            end
    S4: begin						 
                if (xpos + 1 == 1) begin
                    next_state = S0;
                end else begin
                    next_state = S5;
                end 
            end 
    S5: begin						 
                next_xpos = xpos + 1;
                next_ypos = ypos;
            end
    S6: begin						 
                if (xpos - 1 == 1) begin
                    next_state = S0;
                end else begin
                    next_state = S7;
                end 
            end 
    S7: begin						 
                next_xpos = xpos - 1;
                next_ypos = ypos;
            end
    S8: begin						 
                if (scancode == 29'h3C) begin  
                    rotate_con = 1;
                end else begin
                    rotate_con = 0;
                end
                next_state = S9;
            end
    S9: begin						 
                if (rotate_con == 1) begin
                    regnext_xpos = ypos;
                    regnext_ypos = xpos;
                    next_state = S1;  
                end else begin
                    next_state = S9;
                end
            end
    S10: begin						 
                next_xpos = xpos;
                next_ypos = ypos;
            end
    S11: begin						 
                next_xpos = xpos;
                next_ypos = ypos;
            end
default: next_state = S0;
        endcase
    end
always @(posedge clock) begin
    next_xpos <= regnext_xpos;
    next_ypos <= regnext_ypos;
    xpos_int <= xpos;
    ypos_int <= ypos;
    rotate_flag <= rotate_con;
end
endmodule
```
`run.sh`:
```
#!/bin/bash
# OpenROAD 26Q1-2900-gdf79404cd8, Yosys 0.63+post, stock flow scripts
make -C /OpenROAD-flow-scripts/flow DESIGN_CONFIG=/design/flow/config.mk WORK_HOME=/design/flow/orfs finish
```
==> qor.txt <==
CP max stage delay: 280 ps
Avg Inst Size Synth: 8.460 sq um
Cell Pwr Density: 774.4 nW/um^2
yosys cell count: 67
min Tclk post-route: 923.2 ps
ANT cells: 0
gp weighted congestion: 0.7879
status: completed
DRC Markers: 0
global-route wire length before repair: 2442 microns
Hold Vio Cnt, Final: 0
post-synthesis instance total: 67
# setup viols final: 0
Synth area leaders: buf_4 23%, dfrtp_1 18%, dlxtn_1 13%, nor4_1 8.8%, nand2_1 4.0%
Critical Path, Cell by Cell: dlygate4sd2_1
CTS root buf: clkbuf_8
Core Region: 4661 sq um
CP Class: register to primary output
FFs w/ async S/R, synth: 40.00%
Post-synth mux share: 3.532%
Power Total: 0.7209 mW
Synth flops: 10
Post-Synth AOI/OAI Area: 9.051%
global-route usage over all layers: 3.745%
clock transition at the registers of the reported paths: 30 ps
Die X: 89 microns
Die Span Y: 89 microns
slowest stage cell, crit path: dfxtp_1
TritonCTS clock tree: built
final slew viol count: 0
worst min path class: input port to async pin
Longest Clk Path Bufs: 2
die area: 7921 sq um
DR vias: 532
largest net degree at the start of global routing: 8
Post-synth top cells: 17 x buf_4, 8 x nor4_1, 6 x nand2_1
Startpoint Class: register
first-pass iteration count of the detailed router: 4
Worst Path Max Fanout: 1
layout cells sized above 1: 4.902%
AND/OR/NAND/NOR Cells, Area Fraction: 28.48%
Routed wire per std cell: 11.05 microns
DR iter-0 viols: 23
Final Routed Wirelength: 1724 microns
FP Rows: 25
Chip Area, Yosys: 566.8 sq um
H-tree levels: 1
crit path DRT: 800 ps
fmax: 1.083 GHz
adder-cell share of the synthesized area: 0%
DPL Wire Length: 1615 microns
TritonCTS Buffers: 3
Total Neg Setup Slack: 0 ps
Synth area leader: buf_4
PnR worst setup slack: 76.81 ps
crit path DAT: 720 ps
Max Cap Viol: 0
register pins left without a clock: 5
Dominant comb cell: simple AND/OR/NAND/NOR gates
synthesized area: 566.8 sq um
YS warnings: 26
main flop type: dlxtn_1
Port Buffer Count: 32
Area growth syn-to-layout: 64.24%
RSZ-0062 raised after global routing: false
CP top delay family: flip-flops
Peak VDD IR: 0.3673 mV
setup slack at placement: 61.05 ps
Buf+Inv Stages, Crit Path: 1
endpoints left unconstrained: 10
Tcrit/Tclk final: 92.32%
# IOs: 50
antenna viol nets, final: 0
Init Core Util: 12.16%
tally of OpenROAD warnings: 25
vias in the first global route: 567
Setup crit end kind: primary output
antenna violations before repair: 0
XOR Share, Synth: 0%
Largest type area fraction: 22.52%
total grt overflow: 0
Synth top cell by count: buf_4
count of library flops with an enable pin: 0
Vias/cell: 3.410
LEAKAGE: 0.3638 nW
Cell variety after synth: 23
==> through the flow <==
step	cells	cell area (sq um)	hold slack, ps	util, %
floorplan	83	626.9	-33.92	-
global placement	152	887.1	394.9	19.03
detailed placement	152	887.1	394.1	19.03
CTS	156	930.9	159.8	19.97
global route	156	930.9	195.0	19.97
finish	156	930.9	162.8	19.97
==> per-layer routing <==
layer / up-vias / part of all wire [%] / track usage (%)
li1: 279 / - / -
met1: 233 / 37 / 4.432
met2: 20 / 54 / 6.117
met3: 0 / 9.5 / 1.928
met4: 0 / 0 / 0.4335
met5: - / 0 / 0
==> layout make-up <==
class | instances | area, sq um
Clock buffer | 4 | 45.04
Inverter | 2 | 7.507
Tap cell | 54 | 67.56
Multi-Input combinational cell | 54 | 296.5
Timing Repair Buffer | 32 | 319.1
Sequential cell | 10 | 195.2
Fill cell | 504 | 3730
==> cell families (layout without fill, tap and decap cells) <==
family                 Yosys count  after routing
AND/OR/NAND/NOR                 29             29
buffers and inverters           19             38
AND-OR/OR-AND                    6              6
flip-flops                       5              5
latches                          5              5
multiplexers                     2              2
other                            1             17
==> cells in the final DEF (no fill, tap or decap), types with 2 or more instances in the layout <==
master	n
clkdlybuf4s50_1	31
conb_1	17
nor4_1	8
nand2_1	6
dlxtn_1	5
dfrtp_1	4
nor3_1	3
nor2_1	3
clkbuf_8	3
nand4_1	2
or3_1	2
inv_1	2
nand3_1	2
mux2i_1	2
==> repair_timing <==
item | in CTS | in global routing
hold buffers | 0 | 0
setup endpoints to repair | 1 | 0
gates resized | 1 | 0
setup buffers | 0 | 0
==> state kept, by name, indices dropped and copies added (netlist names) <==
signal	flops
current_state	4
next_state	4
rotate_con	1
rotate_flag	1
==> where the power goes <==
group / internal [mW] / switching [mW]
combinational: 0.114 / 0.0403
sequential: 0.203 / 0.0000000000584
clock: 0.273 / 0.0903
total: 0.590 / 0.131
==> worst paths after layout <==
| kind | from | endpoint | slack (ps) | depth (start not counted) |
|---|---|---|---|---|
| worst min-delay path | reset | current_state[3] | 160 | 2 |
| max in group asynchronous | reset | current_state[2] | 690 | 2 |
| min in group clk0 | rotate_flag | rotate_flag | 900 | 1 |
| worst max-delay path | rotate_flag | rotate_flag | 80 | 1 |
Power is estimated from default activity; no workload was simulated.
